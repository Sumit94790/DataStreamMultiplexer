==> flow/design.v <==
`timescale 1ns / 1ps
module multiplexing( input clk ,rst ,
output reg  sclk,count_clk, 
input [1:0]mode,
input  [7:0]ds1,ds2,ds3,
output reg multi_data,
output reg out_ready
    );
    integer countc= 0;
    integer count = 0;
    reg [11:0]temp;
    integer state;
    always @(posedge clk)
    begin
        if(rst == 1)
            begin
            countc <=0;
            sclk <= 1'b0;
            end
        else
            begin
             if(countc<50)
              begin
             countc <= countc+1;
              end
             else
              begin
              countc<=0;
              sclk = ~sclk;
              end         
            end
    end
   always@(posedge sclk)
   begin
       if(rst==1)
       begin
       multi_data <= 0;
       state <= 1;
       count <= 0;
       end
       else 
       begin
         case(state)
               1:
               begin
                  if(mode==1)
                  state <= 2;
                  else if (mode==2)
                  state <= 3;
                  else if(mode==3)
                  state <= 4;
               end
               2 :
               begin
                  if(count<6)
                      begin
                      multi_data <= ds1;
                      count <= count+1;
                      state<= 2;
                      end
                   else
                   state <= 7 ;  
               end
               3:
               begin
                  if(count==0)
                   begin
                     multi_data <= ds1;
                     count <= count+1;
                      state<= 5;
                   end
               end
               4:
               begin
               if(count==0)
                   begin
                      multi_data <= ds2;
                      count<=count+1;
                       state <= 6;
                   end
               end
              5 :
              begin
                if(count==1)
                 begin
                    multi_data <= ds2;
                    count <= count+1;
                    state<= 5;
                 end
                else
                begin
                 multi_data <= ds1;
                 state<= 7;  
                end
              end
             6:
             begin
               if(count==1)
                   begin
                    multi_data <= ds2;
                     count<= count+1;
                   end
               else 
               begin
                multi_data <= ds3;
                state<= 7; 
                count <=0;
               end
             end
            7:  
            begin
            out_ready <= 1;
            end
          endcase
      end
   end
    endmodule
==> flow/run.sh <==
#!/bin/bash
# OpenROAD 26Q1-2900-gdf79404cd8, Yosys 0.63+post, stock flow scripts
make -C /OpenROAD-flow-scripts/flow DESIGN_CONFIG=/design/flow/config.mk WORK_HOME=/design/flow/orfs finish
==> flow/config.mk <==
export PLATFORM = sky130hd
export DESIGN_NAME = multiplexing
export DESIGN_NICKNAME = multiplexing
export VERILOG_FILES = /design/flow/design.v
export SDC_FILE = /design/flow/constraint.sdc
export NUM_CORES = 4
export LEC_CHECK = 1
export CORE_UTILIZATION = 30
==> flow/constraint.sdc <==
current_design multiplexing

set clk_period 4.7
set clk_io_pct 0.2

create_clock -name clk0 -period $clk_period [get_ports {clk}]

set non_clock_inputs [all_inputs -no_clocks]
set_input_delay [expr $clk_period * $clk_io_pct] -clock clk0 $non_clock_inputs
set_output_delay [expr $clk_period * $clk_io_pct] -clock clk0 [all_outputs]
==> Table 3: Implementation characteristics <==
Table: implementation figures

Parameter                              Value

Outcome
  Run status .................. finished, final reports clean

Global routing
  Global-route wire length before repair .................. 12.4 mm
  Pin count of the biggest net entering global routing .................. 41
  Vias in the first global route .................. 2735
  Initial antenna violation count .................. 0
  Overall global routing resource usage .................. 11.9%
  Total global routing overflow .................. 0

Synthesis
  Avg Cell Area, Syn .................. 8.11 µm²
  Post-synthesis chip area from yosys .................. 0.00354 mm²
  Netlist area before placement .................. 0.00354 mm²
  Cell count after synthesis .................. 437
  Yosys Warn Count .................. 2
  Tally of unique sky130hd cells used after synthesis .................. 47
  Number of register bits inferred by synthesis .................. 72
  Most common reg cell .................. sky130_fd_sc_hd__dfxtp_1
  Post-synthesis async set-or-reset flop share .................. 0%
  Post-synth EDFFs .................. 0
  Number of cells in the yosys synthesis report .................. 437
  Sequential area share after synthesis .................. 40.7%
  Top area cell types .................. sky130_fd_sc_hd__dfxtp_1 41%, sky130_fd_sc_hd__nor2_1 6.5%, sky130_fd_sc_hd__xor2_1 4.5%
  Library cell with the largest summed area after synthesis .................. sky130_fd_sc_hd__dfxtp_1
  Area share of the largest cell type after synthesis .................. 40.7%

Setup path
  Data required time at the worst endpoint .................. 4.83 ns
  Highest cell delay on the worst timing path .................. 0.99 ns
  Critical Path AT .................. 2.69 ns
  Kind of launch point of the worst setup path .................. input pin
  Instance count on the critical path .................. 3
  Largest fanout on the critical path .................. 32
  Kind of critical path .................. in -> reg
  Worst path bufs/invs .................. 1
  R2R depth .................. 7
  Crit-path leading delay family .................. buffers and inverters
  Crit end category .................. flip-flop
  Slowest cell on the critical path .................. sky130_fd_sc_hd__clkdlybuf4s50_1
  Crit path cell chain .................. clkdlybuf4s50_1 -> or2_2 -> nor2_1

CTS
  Setup bufs post-CTS .................. 0
  Number of H-tree branching levels .................. 2
  Post-CTS resize count .................. 0
  Maximum clock path buffer count .................. 2
  Skew-Pair Late Insertion Delay .................. 0.27 ns
  Clock root buffer .................. sky130_fd_sc_hd__clkbuf_16
  Clock tree from TritonCTS .................. yes
  Clock slew seen by the registers of the worst setup and hold paths .................. 0.05 ns
  Clock buffer count from CTS .................. 5
  Post-cts hold-fix buffer tally .................. 0

Final timing
  Register pins left without a clock .................. 39
  Fin Hold WS .................. 0.463 ns
  Max Clock Freq .................. 392 MHz
  Number of unconstrained endpoints .................. 40
  Headroom to the max-slew limit .................. 43.9%
  Worst clock skew .................. 0.00345 ns
  Part of the cycle the worst path needs .................. 54.3%
  RSZ-0062 raised after global routing .................. false
  Actual slew at the worst max-slew pin .................. 0.841 ns
  Setup TNS .................. 0 ns
  Slew Viols, Final .................. 0
  Minimum period implied by the final worst setup slack .................. 2.55 ns
  Total setup violations reported at the end of the flow .................. 0
  Endpoints failing hold .................. 0

Floorplan
  Core Rows .................. 39
  Horizontal die dimension .................. 111 µm
  Area enclosed by the die boundary .................. 0.0122 mm²
  Core footprint .................. 0.0115 mm²
  Pre-placement core utilization .................. 30.9%
  Die Y .................. 111 µm
  Boundary pin count .................. 32

Min path
  Depth of the worst hold-timing path .................. 1
  Classification of the worst-slack hold path .................. reg -> reg

Detailed routing
  Antenna diode count .................. 0
  Via density per instance .................. 5.24
  Total Routed Length .................. 7.02 mm
  Post-DRT Antenna Nets .................. 0
  Routed vias .................. 3034
  Iter 0 DRT Violations .................. 153
  # DRC .................. 0
  Avg WL per Cell .................. 12.1 µm
  First-pass iteration count of the detailed router .................. 4

Place
  Quantity of I/O buffers inserted on ports .................. 8
  HPWL after detailed placement .................. 4.89 mm
  Placer Congestion .................. 0.821

Pwr
  Combinational share of power .................. 4.0%
  P_sw .................. 121 µW
  Switching share of power .................. 19.9%
  Lkg Pwr .................. 1.27 nW
  Proportion of power drawn by flip-flops and latches .................. 46.8%
  Pwr dens .................. 158 mW/mm²
  Clock network fraction of design power .................. 49.3%
  Cell-internal power .................. 489 µW
  Total Power .................. 610 µW
  Maximum ir drop on the vdd rail .................. 0.281 mV

Cells and area
  Commonest non-fill, non-tap cells in the layout .................. 72 x sky130_fd_sc_hd__dfxtp_1, 61 x sky130_fd_sc_hd__nor2_1, 35 x sky130_fd_sc_hd__nand2_1
  Most used logic cell in the final layout .................. sky130_fd_sc_hd__dfxtp_1
  Fraction of layout instances using a drive strength above 1 .................. 3.21%
  Signed area change from the synthesized netlist to the final layout .................. 9.18%

Job
  Maxcap violations .................. 0
  Total tool warning count .................. 48
synth_stat cells, drive strengths merged (6+ instances only):
| cell | number |
|---|---|
| clkbuf | 12 |
| nand4 | 16 |
| and3 | 18 |
| a21oi | 28 |
| nand2b | 6 |
| nor3 | 11 |
| dfxtp | 72 |
| nand2 | 35 |
| or3 | 13 |
| xnor2 | 14 |
| nand3 | 25 |
| buf | 7 |
| nor4 | 12 |
| nor2 | 61 |
| or4 | 11 |
| o21ai | 20 |
| o31ai | 12 |
| xor2 | 18 |
worst register-to-register path, stage by stage (launching register included):
cell and delay, ns:
sky130_fd_sc_hd__dfxtp_1 0.37, sky130_fd_sc_hd__ha_1 0.19, sky130_fd_sc_hd__nand3_1 0.20, sky130_fd_sc_hd__or3_1 0.45
sky130_fd_sc_hd__or4b_1 0.61, sky130_fd_sc_hd__nor2_1 0.16, sky130_fd_sc_hd__xnor2_1 0.13, sky130_fd_sc_hd__nor2_1 0.05
sequential cells by signal, summed over array words and instances (netlist names):
signal      count
sclk            1
multi_data      1
count          32
countc         32
state           6
logic make-up after synthesis:
family,synth area share (%)
compound gates,13.3
xor+xnor,7.91
fa+ha+maj,1.41
buf+inv,2.93
flops,40.7
mux,0.283
other cells,0.212
simple gates,33.2
stage by stage:
stage / utilization (%) / std cells / worst slack [ns] / cell area (µm²)
after global routing: 33.7 / 579 / 1.97 / 3870
after detailed placement: 32.5 / 571 / 1.82 / 3730
after global placement: 32.5 / 571 / 1.86 / 3730
after floorplan: - / 437 / 2.62 / 3540
final: 33.7 / 579 / 2.15 / 3870
after CTS: 33.7 / 579 / 2.12 / 3870
routing by layer:
| metal | track usage, % | up-vias | share of wire, % |
|---|---|---|---|
| met5 | 0 | - | 0 |
| met4 | 0.978 | 0 | 0.97 |
| met3 | 1.23 | 6 | 2.7 |
| met2 | 19.2 | 30 | 45 |
| met1 | 18.4 | 1427 | 51 |
| li1 | - | 1571 | - |
power groups by stage:
| stage | Combinational [mW] | Sequential [mW] | Clock (mW) |
|---|---|---|---|
| after global routing | 0.0275 | 0.285 | 0.324 |
| after CTS | 0.0248 | 0.285 | 0.308 |
| final | 0.0242 | 0.285 | 0.300 |
worst paths after layout:
check	end	slack [ns]	start
worst max-delay path	countc[29]	2.15	rst
worst min-delay path	countc[0]	0.46	countc[0]
worst max register to register	countc[28]	2.40	countc[0]
worst min register to register	countc[0]	0.46	countc[0]
final cells by class:
cell class              count  area, µm²
fillers                  1146       7600
multi-input cells         341       2000
flip-flops and latches     72       1440
well taps                 143        179
clock buffers               8        136
repair buffers             10       95.1
inverters                   5       18.8
Power figures rest on the tool's default switching activity, not on a simulated workload.
