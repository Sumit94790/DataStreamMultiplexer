==> flow/design.v <==
`timescale 1ns / 1ps
module data_mux_module (
    input wire clk,                  
    input wire symbol_clk,           
    input wire  [2:0] switch_clk_cycles, 
    input wire [7:0] DS1,            
    input wire [7:0] DS2,            
    input wire [7:0] DS3,            
    input wire [1:0] mode,           
    output reg [7:0] output_data     
);
reg [1:0] counter = 2'b00;           
always @(posedge symbol_clk ) begin 
    if (counter ==  switch_clk_cycles-1)  
        counter <= 0;
    else
        counter <= counter + 1'b1;
end
always @(posedge symbol_clk  ) begin
    case (mode)
        2'b01: output_data <= DS1;    
        2'b10: output_data <= (counter <switch_clk_cycles/2)? DS1:DS2;  
        2'b11: output_data <= (counter < switch_clk_cycles/3) ? DS1 :((counter < 2*switch_clk_cycles/3) ? DS2 : DS3);  
    endcase
end
endmodule
==> flow/run.sh <==
#!/bin/bash
# OpenROAD 26Q1-2900-gdf79404cd8, Yosys 0.63+post, stock flow scripts
make -C /OpenROAD-flow-scripts/flow DESIGN_CONFIG=/design/flow/config.mk WORK_HOME=/design/flow/orfs finish
==> flow/config.mk <==
export PLATFORM = sky130hd
export DESIGN_NAME = data_mux_module
export DESIGN_NICKNAME = data_mux_module
export VERILOG_FILES = /design/flow/design.v
export SDC_FILE = /design/flow/constraint.sdc
export NUM_CORES = 4
export LEC_CHECK = 1
export CORE_AREA = 10 10 83 83
export DIE_AREA = 0 0 93 93
==> flow/constraint.sdc <==
current_design data_mux_module

set clk_period 5.1
set clk_io_pct 0.2

create_clock -name clk0 -period $clk_period [get_ports {symbol_clk}]

set non_clock_inputs [all_inputs -no_clocks]
set_input_delay [expr $clk_period * $clk_io_pct] -clock clk0 $non_clock_inputs
set_output_delay [expr $clk_period * $clk_io_pct] -clock clk0 [all_outputs]
==> impl_metrics.toml <==
# generated from flow reports
[timing]
rsz0062_at_grt = "false"
timing_worst_slew_pin_value_ps = 480
slew_headroom_pct = 67.8
fin_skew_ps = 0.675
drv_slew = 0
finalSetupTns_ps = 0
finalCritPeriodShare_pct = 82.7
fin_crit_ps = 4220
fmax_mhz = 237
hold_viol = 0
setup_viol = 0

[logic_synthesis]
yosysCellCount = 99
syn_avg_cell_area_um2 = 9.38
ys_types = 32
netlist_instances = 99
synthesis.area_um2 = 928
ys.flops = 10
yosysWarningCount = 1
ys_seq_share_pct = 30.2
synth_chip_area_um2 = 928

[global_route]
antenna_found_initial = 0
grt_usage_pct = 5.78
overflow = 0
first_global_vias = 814
grt_max_degree = 14
grt_pass1_wl_mm = 4.24

[floorplanning]
row_count = 26
core_area_mm2 = 0.00514
die_w_um = 93
num_io_pins = 39
fp-utilization_pct = 18.1
die_area_mm2 = 0.00865
die_y_um = 93

[job]
max_cap_violations = 0
warnings = 28

[layout]
drive_gt1_share_pct = 7.97
final_util_pct = 27.5
fin_cells = 208
synthToLayoutAreaGrowth_pct = 52.2
design_area_mm2 = 0.00141

[clocking]
clkSinkCount = 10
cts_root_buf = "clkbuf_8"
path_clk_slew_ps = 50
clock_latency_ps = 230
cts_tree = "yes"
cts_hold_buf = 0
numCtsBuffers = 3
cts_buffer_depth = 2
cts_resized = 0
cts_max_level = 1
cts_setup_buffers = 0

[worst_setup_path]
cpMostUsedCell = "ha_1"
crit_path_end_kind = "flop"
cp.arrival_ps = 4180
crit_required_ps = 5060
max_stage_delay_ps = 630
crit_start = "switch_clk_cycles[0]"
startpoint_type = "input port"
cp_slowest_cell = "clkdlybuf4s50_1"
r2r_start = "counter[1]"
criticalPathCategory = "in -> reg"
cp_max_fo = 8
path_cells = "clkdlybuf4s50_1 -> inv_1 -> ha_1 -> or2_2 -> ha_1 -> nor3b_1 -> a41o_1 -> ha_1 -> a21oi_1 -> a21oi_1 -> a21oi_4 -> mux2i_1 -> o221ai_1"

[detailed_routing]
first_iter_violations = 42
drt-total-wl_mm = 2.47
vias = 819
wl_per_cell_um = 11.9
firstDrtPassIters = 2
drc_errors = 0
ant_nets = 0
vias_per_cell = 3.94
n_antenna_cell = 0

[status]
status = "complete, no violations"

[power]
p_per_area_mw_per_mm2 = 332
power_uw = 469
peakVddDrop_v = 0.0000840
leakagePower_nw = 0.584

[placed_design]
io_buffer_count = 37
dp_cells = 204
place_congestion = 0.727
place_area_mm2 = 0.00137
place_hpwl_mm = 1.97

[hold_path]
hp-start = "counter[0]"
hold_class = "reg -> reg"
-- logic make-up after synthesis --
kind of cell / after synthesis / share of synthesized area (%)
simple gates: 27 / 14.8
buf+inv: 15 / 7.28
flops: 10 / 30.2
compound gates: 28 / 25.1
fa+ha+maj: 8 / 10.8
mux: 10 / 10.9
xor+xnor: 1 / 0.944
-- worst paths after layout --
kind / endpoint / slack (ps) / cells after the start
setup / recovery: output_data[2] / 880 / 13
hold / removal: counter[0] / 570 / 1
setup reg to reg: output_data[2] / 3120 / 6
hold reg to reg: counter[0] / 570 / 1
-- cell usage in the layout, fill, tap and decap left out, drive strengths merged, types with 3 or more instances in the layout --
cell type	Yosys	final
a21oi	7	7
clkbuf	0	4
ha	8	8
edfxtp	8	8
nor2	3	3
inv	13	13
o21ai	3	3
clkdlybuf4s50	0	37
nand2b	3	3
o221ai	7	7
nand2	12	12
mux2i	9	9
-- cells in the mapped netlist (all sizes together) --
cell	instances	area, µm²
inv	13	48.8
nand2	12	45.0
mux2i	9	90.1
edfxtp	8	240
ha	8	100
a21oi	7	57.6
o221ai	7	61.3
nand2b	3	18.8
nor2	3	11.3
o21ai	3	15.0
a31oi	2	12.5
buf	2	18.8
dfxtp	2	40.0
nand3	2	10.0
nor3b	2	15.0
o22ai	2	12.5
o31ai	2	20.0
a211o	1	10.0
a211oi	1	7.51
a21boi	1	18.8
a41o	1	10.0
and2	1	6.26
mux2	1	11.3
nand3b	1	7.51
nor3	1	10.0
o21a	1	7.51
or2	1	6.26
or2b	1	7.51
xor2	1	8.76
-- registers in the layout, indices dropped and copies added (netlist names) --
register and cells:
output_data 8, counter 2
-- layer usage --
layer | GRT usage (%) | vias to the layer above | routed length (µm)
li1 | - | 443 | -
met1 | 9.02 | 348 | 1330
met2 | 8.06 | 26 | 991
met3 | 1.45 | 2 | 145
met4 | 0.514 | 0 | 6
met5 | 0 | - | 0
-- worst max-delay path: cells and delay by family --
| kind | cells | cell delay [ps] |
|---|---|---|
| adder cells (fa/ha/maj) | 3 | 750 |
| multiplexers | 1 | 240 |
| AND-OR/OR-AND | 5 | 930 |
| AND/OR/NAND/NOR | 2 | 480 |
| buffers and inverters | 2 | 760 |
-- power by group --
group          total, mW  leakage [nW]  switching (mW)  internal (mW)
clock network     0.0839        0.0228          0.0294         0.0546
registers          0.142        0.0997          0.0203          0.121
logic              0.243         0.462           0.109          0.135
-- layout make-up --
| type | count | area [µm²] |
|---|---|---|
| Fill cell | 564 | 3730 |
| Multi-Input combinational cell | 74 | 581 |
| Timing Repair Buffer | 37 | 370 |
| Sequential cell | 10 | 280 |
| Tap cell | 70 | 87.6 |
| Inverter | 13 | 48.8 |
| Clock buffer | 4 | 45.0 |
-- metrics by stage --
stage	setup slack, ps	hold slack (ps)
2_1_floorplan	1600	497
3_3_place_gp	633	560
3_5_place_dp	608	556
4_1_cts	845	566
5_1_grt	559	619
6_report	883	566
Power and IR drop assume default switching activity.
